### /design/flow/design.v
module spawn(
    input       i_clk,
    input       i_rst,
    output reg [2:0] o_shape,
    output reg [1:0] o_rot,
    output reg [4:0] o_x,
    output reg [4:0] o_y
);
    reg [7:0] lfsr;
    always @(posedge i_clk or posedge i_rst) begin
        if (i_rst) lfsr = 8'hA5;                            
        else       lfsr = {lfsr[6:0], lfsr[7] ^ lfsr[5]};
    end
    always @* begin
        o_shape   = lfsr[2:0] % 7;
        o_rot     = lfsr[4:3];    
        o_x  = 5'd8;
        o_y  = 5'd0;
    end
endmodule
### /design/flow/constraint.sdc
current_design spawn

set clk_period 1.0
set clk_io_pct 0.2

create_clock -name clk0 -period $clk_period [get_ports {i_clk}]

set non_clock_inputs [all_inputs -no_clocks]
set_input_delay [expr $clk_period * $clk_io_pct] -clock clk0 $non_clock_inputs
set_output_delay [expr $clk_period * $clk_io_pct] -clock clk0 [all_outputs]
### /design/flow/run.sh
#!/bin/bash
# OpenROAD 26Q1-2900-gdf79404cd8, Yosys 0.63+post, stock flow scripts
make -C /OpenROAD-flow-scripts/flow DESIGN_CONFIG=/design/flow/config.mk WORK_HOME=/design/flow/orfs finish
### /design/flow/config.mk
export PLATFORM = sky130hd
export DESIGN_NAME = spawn
export DESIGN_NICKNAME = spawn
export VERILOG_FILES = /design/flow/design.v
export SDC_FILE = /design/flow/constraint.sdc
export NUM_CORES = 4
export LEC_CHECK = 1
export CORE_AREA = 10 10 70 70
export DIE_AREA = 0 0 80 80
==> impl_metrics.py <==
# Flow results
metrics = {
    "status": {
        "run_status": "finished, violations left",
        "failing_checks": "setup timing",
    },
    "drt": {
        "drt_drc_violations_left": 0,
        "detail_route.first_pass.iterations": 1,
        "vias_per_cell": 2.22,
        "final_antenna_violating_net_count": 0,
        "wl_microns": 646,
        "antennaDiodeCount": 0,
        "initialDrtViolationCount": 0,
        "routed-via-count": 189,
        "routed_wire_length_per_instance_microns": 7.60,
    },
    "floorplanning": {
        "floorplan.core_util_pct": 10.7,
        "placement_rows": 21,
        "die_height_microns": 80,
        "die.size.x_microns": 80,
        "floorplan.core_area_sq_mm": 0.00342,
        "area_enclosed_by_the_die_boundary_sq_mm": 0.00640,
        "number_of_top_level_design_ports": 17,
    },
    "place": {
        "placement.io_buffers": 6,
        "post_dp_cell_area_sq_um": 464,
        "detailed_placement_hpwl_microns": 512,
        "place_congestion": 0.711,
        "preCtsSetupSlack_ns": -0.617,
    },
    "final_timing": {
        "fmax_mhz": 628,
        "rsz_0062_raised_after_global_routing": "yes",
        "layout_min_cycle_time_ns": 1.59,
        "setup_violations": 3,
        "finalCritPeriodShare_pct": 159,
        "hold-worst-slack_ns": 0.172,
        "final_hold_violating_endpoints": 0,
        "timing.clock.skew_ns": 0.00503,
        "final-max-slew-violation-count": 0,
        "post-route-worst-setup-slack_ns": -0.592,
    },
    "synthesis": {
        "post_synth_inst_count": 29,
        "top_area_share_pct": 28.7,
        "number_of_distinct_standard_cells_referenced_by_the_synthesized_netlist": 11,
        "synth.ff_latch_count": 8,
        "synthMostInstantiatedCell": "sky130_fd_sc_hd__buf_4",
        "synth_async_sr_flop_share_pct": 100,
        "netlist_area_sq_um": 367,
        "synth-edff-count": 0,
        "synth.top_cells.by_area": "sky130_fd_sc_hd__dfstp_2 (29%), sky130_fd_sc_hd__dfrtp_1 (27%), sky130_fd_sc_hd__buf_4 (25%)",
        "synth.yosys.warnings": 1,
        "postSynthSeqShare_pct": 56.0,
        "top_area_cell": "sky130_fd_sc_hd__dfstp_2",
        "postSynth.topFlopCell": "sky130_fd_sc_hd__dfstp_2",
        "synth.top_cells.by_count": "sky130_fd_sc_hd__buf_4 (12), sky130_fd_sc_hd__dfrtp_1 (4), sky130_fd_sc_hd__dfstp_2 (4)",
        "synth.avg_cell_area_sq_um": 12.6,
        "ys_area_sq_um": 367,
        "number_of_standard_cells_reported_by_yosys": 29,
    },
    "cells_and_area": {
        "drive_gt1_share_pct": 53.8,
        "fillCellCount": 403,
        "final_cell_area_sq_um": 490,
        "layout.core_utilization_pct": 14.4,
        "area_growth_pct": 33.8,
        "largest_register_ff_count": 8,
    },
    "worst_setup_path": {
        "highest_net_fanout_along_the_worst_path": 2,
        "worstSetupStartpointType": "register",
        "timing.critical_path.arrival_ns": 1.39,
        "rr_worst_depth": 1,
        "worstPathRequired_ns": 0.80,
        "timing.setup.critical_path_class": "reg -> out",
        "setup.worst_path.end_class": "output port",
    },
    "clock_tree": {
        "max-clock-path-buffers": 2,
        "cts.htree.levels": 1,
        "numCtsBuffers": 3,
        "clk-insertion-delay-late_ns": 0.26,
        "postCtsHoldBufs": 0,
        "cts.reportedPaths.clkPinSlew_ns": 0.05,
        "tritoncts": "yes",
        "clock_sink_count": 8,
        "cts_root_buffer": "sky130_fd_sc_hd__clkbuf_4",
    },
    "grt": {
        "grt.overflow.total": 0,
        "grt_pass1_vias": 237,
        "grt_usage_pct": 2.26,
        "antenna_violations_before_repair": 0,
        "grt_first_pass_wirelength_microns": 1100,
        "grt_start_max_net_pins": 9,
    },
    "pwr": {
        "power_mw": 0.601,
        "vdd_drop_max_mv": 0.484,
        "p_per_area_mw_per_mm2": 1220,
        "p_leak_nw": 0.267,
    },
    "min_path": {
        "hold_class": "in -> async",
    },
    "flow_run": {
        "cap_viol_max_count": 0,
        "number_of_openroad_warnings": 28,
    },
}
-- metal layers --
metal / up-vias / wire length, microns / share of wire, % / track usage (%)
met5: - / 0 / 0 / 0
li1: 84 / - / - / -
met3: 5 / 145 / 22 / 2.95
met2: 14 / 227 / 35 / 2.65
met4: 0 / 16 / 2.5 / 0.528
met1: 86 / 257 / 40 / 2.36
-- area by class of cell --
class	instances	area, sq um	area share (%)
tap	46	57.6	11.7
sequential	8	205	41.8
timing repair buffer	10	75.1	15.3
clock buffer	4	26.3	5.36
inverter	1	3.75	0.765
multi-input combinational	16	123	25.0
-- stage by stage --
step           std cells  setup TNS [ns]
2_1_floorplan         37          -0.277
3_3_place_gp          80           -1.65
3_5_place_dp          80           -1.68
4_1_cts               85           -1.62
5_1_grt               85           -1.75
6_report              85           -1.56
-- cells in the final DEF, fill, tap and decap left out --
cell type                          n
sky130_fd_sc_hd__conb_1           10
sky130_fd_sc_hd__dfstp_2           4
sky130_fd_sc_hd__dfrtp_1           4
sky130_fd_sc_hd__buf_2             4
sky130_fd_sc_hd__clkbuf_4          3
sky130_fd_sc_hd__buf_4             3
sky130_fd_sc_hd__buf_6             2
sky130_fd_sc_hd__nand2_4           1
sky130_fd_sc_hd__xnor2_2           1
sky130_fd_sc_hd__mux2_4            1
sky130_fd_sc_hd__xor2_1            1
sky130_fd_sc_hd__inv_1             1
sky130_fd_sc_hd__and2b_2           1
sky130_fd_sc_hd__ha_4              1
sky130_fd_sc_hd__clkbuf_1          1
sky130_fd_sc_hd__clkdlybuf4s50_1   1
-- cell families (layout without fill, tap and decap cells) --
kind of cell  Yosys count  count (layout)  share of synthesized area (%)
xor+xnor                2               2                           4.78
fa+ha+maj               1               1                           3.41
buf+inv                13              15                           25.6
flops                   8               8                           56.0
mux                     1               1                           4.09
other cells             2              10                           2.05
simple gates            2               2                           4.10
-- power by group --
group | total [mW] | switching, mW | leakage [nW] | internal (mW)
combinational | 0.0114 | 0.00772 | 0.154 | 0.00364
clock | 0.264 | 0.112 | 0.0150 | 0.153
sequential | 0.325 | 0 | 0.0971 | 0.325
total | 0.601 | 0.119 | 0.267 | 0.481
-- final timing paths --
| kind | start | endpoint | slack (ns) |
|---|---|---|---|
| worst max register to register | lfsr[5]$_DFF_PP1_ | lfsr[0]$_DFF_PP1_ | 0.26 |
| max in group asynchronous | i_rst | lfsr[2]$_DFF_PP1_ | 0.55 |
| worst max-delay path | lfsr[0]$_DFF_PP1_ | o_shape[1] | -0.59 |
| min in group clk0 | lfsr[6]$_DFF_PP0_ | lfsr[7]$_DFF_PP1_ | 0.37 |
| worst min register to register | lfsr[6]$_DFF_PP0_ | lfsr[7]$_DFF_PP1_ | 0.37 |
| worst min-delay path | i_rst | lfsr[6]$_DFF_PP0_ | 0.17 |
-- worst max-delay path, stage by stage, from the launching register on --
cell and delay, ns:
sky130_fd_sc_hd__dfstp_2 0.55, sky130_fd_sc_hd__ha_4 0.14, sky130_fd_sc_hd__nand2_4 0.05, sky130_fd_sc_hd__mux2_4 0.29, sky130_fd_sc_hd__buf_6 0.11
-- timing repair --
item,CTS,global route
endpoints found under the setup margin,5,4
buffers inserted,1,0
pin swaps,2,1
resized,17,1
Power is estimated from default activity; no workload was simulated.
